[flow/run.sh]
#!/bin/bash
# OpenROAD 26Q1-2900-gdf79404cd8, Yosys 0.63+post, stock flow scripts
make -C /OpenROAD-flow-scripts/flow DESIGN_CONFIG=/design/flow/config.mk WORK_HOME=/design/flow/orfs finish
[flow/config.mk]
export PLATFORM = sky130hd
export DESIGN_NAME = MAIN
export DESIGN_NICKNAME = MAIN
export VERILOG_FILES = /design/flow/design.v
export SDC_FILE = /design/flow/constraint.sdc
export NUM_CORES = 4
export LEC_CHECK = 1
export CORE_UTILIZATION = 50
[flow/constraint.sdc]
current_design MAIN

set clk_period 3.0
set clk_io_pct 0.2

create_clock -name clk0 -period $clk_period [get_ports {CLK}]

set non_clock_inputs [all_inputs -no_clocks]
set_input_delay [expr $clk_period * $clk_io_pct] -clock clk0 $non_clock_inputs
set_output_delay [expr $clk_period * $clk_io_pct] -clock clk0 [all_outputs]
[flow/design.v]
`timescale 1ns / 1ps
module CA_Display(
input [3:0] Data,
input DP, 
output [7:0] CA
);
reg [7:0] SSEG_CA;
assign CA = {(~DP), SSEG_CA[6:0]};
always@(*)begin
    case(Data)
        4'h0: SSEG_CA = ~(8'b00111111);  
        4'h1: SSEG_CA = ~(8'b00000110);
        4'h2: SSEG_CA = ~(8'b01011011);
        4'h3: SSEG_CA = ~(8'b01001111);
        4'h4: SSEG_CA = ~(8'b01100110);
        4'h5: SSEG_CA = ~(8'b01101101);
        4'h6: SSEG_CA = ~(8'b01111101);
        4'h7: SSEG_CA = ~(8'b00000111);
        4'h8: SSEG_CA = ~(8'b01111111);
        4'h9: SSEG_CA = ~(8'b01100111);
        4'hA: SSEG_CA = ~(8'b01110111);
        4'hB: SSEG_CA = ~(8'b01111100);
        4'hC: SSEG_CA = ~(8'b00111001);
        4'hD: SSEG_CA = ~(8'b01011110);
        4'hE: SSEG_CA = ~(8'b01111001);
        4'hF: SSEG_CA = ~(8'b01110001);
        default: SSEG_CA = ~(8'b00000000);
        endcase
    end
endmodule
`timescale 1ns / 1ps
module CLK_50MHz (
    input MCLK, MRST,
    output reg CLK_OUT
    );
always @(posedge(MCLK), posedge(MRST))begin
    if(MRST)
    CLK_OUT <= 0;
    else
    CLK_OUT <= !CLK_OUT;
end
endmodule
module CLK_1KHz(
    input CLK, RST,
    output reg CLK_OUTPUT
);
localparam terminalcount = (50000 - 1);
reg [15:0] Counter;
wire count;
assign count = (Counter == terminalcount);	 
always @ (posedge(CLK), posedge(RST)) begin
    if (RST) Counter <= 0;
    else if(count)
    Counter <= 0;		 
    else
    Counter <= Counter + 1;
end
always @ (posedge(CLK), posedge(RST))begin
    if (RST)
    CLK_OUTPUT <= 0;
    else if(count)
    CLK_OUTPUT = !CLK_OUTPUT;	 
end
endmodule
`timescale 1ns / 1ps
module Anode_Driver(
input CLK, RST,
input [2:0] currentState,
output reg[3:0] DIGIT,
output [7:0] AN
);
reg [7:0] AN;
reg[2:0] Selector;
parameter S1 = 4'h0;
parameter S2 = 4'h8;
parameter S3 = 4'hb;
parameter S4 = 4'hF;
parameter S5 = 4'h3;
parameter S6 = 4'h6;
parameter S7 = 4'h5;
parameter S8 = 4'h1;
parameter OFF = 4'h16;
always @(posedge(CLK), posedge(RST)) begin
    if(RST) begin
    Selector <= 0;
    end
    else begin
    Selector <= Selector + 1;
    end
end
always @(*) begin
    case(Selector)
    3'h0 : begin
    if(currentState == 3'h0)
    AN = 8'b11111111;
    else
    AN = 8'b11111110;
    end
    3'h1 : begin
    if(currentState == 3'h1)
    AN = 8'b11111111;
    else
    AN = 8'b11111101;
    end
    3'h2 : begin
    if(currentState == 3'h2)
    AN = 8'b11111111;
    else
    AN = 8'b11111011;
    end
    3'h3 : begin
    if(currentState == 3'h3)
    AN = 8'b11111111;
    else
    AN = 8'b11110111;
    end
    3'h4 : begin
    if(currentState == 3'h4)
    AN = 8'b11111111;
    else
    AN = 8'b11101111;
    end
    3'h5 : begin
    if(currentState == 3'h5)
    AN = 8'b11111111;
    else
    AN = 8'b11011111;
    end
    3'h6 : begin
    if(currentState == 3'h6)
    AN = 8'b11111111;
    else
    AN = 8'b10111111;
    end
    3'h7 : begin
    if(currentState == 3'h7)
    AN = 8'b11111111;
    else
    AN = 8'b01111111;
    end 
    default AN = 8'b11111111;
    endcase
end  
always@(*)begin
    case(AN)
    8'b11111110 : DIGIT = S1;
    8'b11111101 : DIGIT = S2;
    8'b11111011 : DIGIT = S3;
    8'b11110111 : DIGIT = S4;
    8'b11101111 : DIGIT = S5;
    8'b11011111 : DIGIT = S6;
    8'b10111111 : DIGIT = S7;
    8'b01111111 : DIGIT = S8;
    default: DIGIT = OFF;
    endcase
end
endmodule
`timescale 1ns / 1ps
module Debounced_Button(
input CLK,
input PBC,
output D_OUT
);
reg[20:0] counter = 0;   
reg buttonState = 1'b0;
parameter timeout = 1000000;  
reg [3:0] currentState, nextState;
always@(posedge CLK)begin
    if(PBC != buttonState && counter < timeout)
    counter <= counter + 1;
    else if(counter == timeout)begin
    buttonState <= PBC;
    counter <= 0;
    end
    else
    counter <= 0;
    end
assign D_OUT = buttonState;
endmodule
`timescale 1ns / 1ps
module MAIN(
input CLK, RST,
input PBC,
input [3:0] SW,
output [7:0] SSEG_CA,
output [7:0] SSEG_AN
);
wire SlowCLK, MainCLK;
wire[3:0] num;
reg FF_CLK;
reg[7:0] AN;
reg in = 1'b0;
wire out;
reg[2:0] State = 3'b000;
wire[2:0] debounce;
Debounced_Button D1(.CLK(MainCLK), .PBC(PBC), .D_OUT(out));
CLK_50MHz Main_Clock(.MCLK(CLK), .MRST(RST), .CLK_OUT(MainCLK));
CLK_1KHz Slow_Clock(.CLK(CLK), .RST(RST), .CLK_OUTPUT(SlowCLK));
Anode_Driver A1(.CLK(SlowCLK), .RST(RST), .currentState(debounce), .DIGIT(num), .AN(SSEG_AN));
CA_Display C1(.Data(num), .DP(SW[0]), .CA(SSEG_CA));
always@(posedge CLK) begin
    in <= out;
if(out == 1'b0 && in == 1'b1)begin
    State <= State + 1;
    end
end
assign debounce = State;
endmodule
==> out/metrics.yaml <==
detail_route.antenna_diodes: 0
synth_stat.cells: 283
antenna_found_initial: 0
layout.area.comb_sq_um: 1569
combPwrFrac: 0.029
clock_tree_from_tritoncts: "built"
placer_congestion: 0.8017
initCoreUtil: 0.5190
crit_path_max_fanout: 3
dr.first_iter.drc_count: 33
synth-warning-count: 7
clock.latency.late_pin_ns: 0.25
path_buffers: 4
drtAntennaViolNets: 0
cts_made_buffers: 3
route.detailed.vias_per_inst: 5.022
gr-total-overflow: 0
timing.hold.worst_path_depth: 1
layout_setup_ws_ns: -0.2294
grt_start_max_net_pins: 24
violations: "negative setup slack"
grt_pass1_vias: 1806
endpoints_left_unconstrained: 26
unclocked_regs: 25
top_area_frac: 0.1995
worst_path_dominant_cell_family: "adder cells"
topCellsByArea: "sky130_fd_sc_hd__dfrtp_1, sky130_fd_sc_hd__dfxtp_1, sky130_fd_sc_hd__ha_1"
cpMaxStageDelayCell: "sky130_fd_sc_hd__a2111o_1"
worst_r2r_startpoint: "Slow_Clock.Counter[0]"
placement.io_buffers: 19
final-hold-violation-count: 0
timing.final.max_slew_violations: 0
seq_total_area_yosys: 0.4124
yosysMostFrequentCell: "sky130_fd_sc_hd__nor2_1"
ff2ff_path_depth: 6
power_switching_share: 0.1886
switchingPower_mw: 0.09331
floorplan.die_area_sq_um: 5561
setup.worst_path.class: "flop to output pin"
reg2reg_to: "Slow_Clock.Counter[9]"
flop_area_sq_um: 1086
layout.cell_area.non_filler_sq_um: 3281
routed_wire_length_per_instance_um: 11.42
worst_path_largest_cell_delay_ns: 0.42
post_synth_num_cell_types: 46
synth-edff-count: 4
log.warning_count: 43
status: "finished with violations"
path_cells: "ha_2 -> ha_4 -> a2111o_1 -> xnor2_2 -> nor2b_2 -> inv_2 -> buf_4 -> buf_6 -> ha_4 -> mux2i_1 -> o21ai_1 -> buf_2"
cts_buffer_depth: 2
crit_required_ns: 2.40
core.rowCount: 26
finalCriticalPeriod_ns: 3.229
layout.filler_cells: 451
internal-power_mw: 0.4015
unrepaired_setup_endpoints_after_global_routing: "yes"
worst_hold_path_type: "flop to flop"
fmax_mhz: 309.7
syn_area_sq_um: 2634
cts.root.buffer_cell: "sky130_fd_sc_hd__clkbuf_8"
core_region_area_sq_um: 5075
pwr-share-seq: 0.609
min_from: "Slow_Clock.Counter[0]"
power_density_nw_per_um2: 150.8
preCtsSetupSlack_ns: -0.3101
dp_hpwl_um: 3434
synth-seq-cells: 47
post-synth-top-area-cell: "sky130_fd_sc_hd__dfrtp_1"
route.vias.total: 2024
worst_setup_hold_path_clk_slew_ns: 0.07
layout-drive-gt1-share: 0.1982
worstHoldEndpoint: "Slow_Clock.Counter[0]"
grt_first_pass_wirelength_um: 7886
worstPathArrival_ns: 2.63
clock_power_share: 0.362
grt_usage: 0.1843
finalWirelength_um: 4604
crit_path_start_kind: "flop"
synthArstFlopShare: 0.4468
timing.critical_path.mode_cell: "sky130_fd_sc_hd__ha_4"
die.size.x_um: 74.58
max_slew_margin: 0.4761
maxCapViolations: 0
setup-violations-final: 7
top_cells_by_count: "sky130_fd_sc_hd__nor2_1, sky130_fd_sc_hd__nand2_1, sky130_fd_sc_hd__dfxtp_1"
synth_cells: 283
drcViolationCount: 0
synthToLayoutAreaGrowth_pct: 24.56
placedInstanceArea_sq_um: 3045
end_kind: "output pin"
dr.pass1.iters: 4
ff2ff_setup_slack_ns: 1.04
pin_count: 23
fin_crit_sh: 1.076
die_height_um: 74.58
avgSynthCellArea_sq_um: 9.307
skew_ns: 0.004848
power_leakage_nw: 1.402
power.ir.vdd_worst_uv: 238.8
ys.flop_type: "sky130_fd_sc_hd__dfxtp_1"
tightest_slew_ns: 0.7851
yosysChipArea_sq_um: 2634
htree_depth: 1
## cell type report
| class | instances | share of cell area |
|---|---|---|
| Clock buffer | 4 | 0.01373 |
| Inverter | 20 | 0.02288 |
| Multi-Input combinational cell | 212 | 0.4783 |
| Sequential cell | 47 | 0.3310 |
| Tap cell | 70 | 0.02670 |
| Timing Repair Buffer | 50 | 0.1274 |
## repair_timing
action	4_1_cts	5_1_grt
gates resized	43	5
pin swaps	20	8
setup buffers	9	2
hold endpoints to repair	0	0
hold buffers	0	0
setup endpoints to repair	7	7
## per-layer routing
layer / GRT usage / wire length [um] / up-vias
met3: 0.01648 / 95 / 0
li1: - / - / 1071
met4: 0.002096 / 0 / 0
met5: 0 / 0 / -
met2: 0.2983 / 2116 / 22
met1: 0.2991 / 2393 / 931
## registers in the layout (all words and copies together), names as in the netlist
| signal | flops |
|---|---|
| D1.counter | 21 |
| Slow_Clock.Counter | 16 |
| A1.Selector | 3 |
| State | 3 |
| D1.buttonState | 1 |
| Main_Clock.CLK_OUT | 1 |
| Slow_Clock.CLK_OUTPUT | 1 |
| in | 1 |
## cells in the final DEF, fill, tap and decap left out, drive strengths merged, types with 2 or more instances in the layout
cell type / Yosys / routed
and4: 2 / 2
or4b: 2 / 2
nor2: 42 / 42
or4bb: 2 / 2
clkbuf: 3 / 4
a31oi: 2 / 2
and3: 4 / 4
inv: 20 / 20
nand2: 25 / 25
nor3b: 2 / 2
nor2b: 4 / 4
dfrtp: 21 / 21
xor2: 15 / 15
dfxtp: 22 / 22
o31a: 2 / 2
nor4b: 4 / 4
nand3: 18 / 18
nor3: 8 / 8
edfxtp: 4 / 4
xnor2: 16 / 16
a21oi: 5 / 5
mux2i: 2 / 2
nor4: 2 / 2
nand2b: 2 / 2
clkdlybuf4s50: 0 / 12
or4: 2 / 2
nand4: 8 / 8
ha: 20 / 20
buf: 1 / 37
or3: 2 / 2
o21ai: 10 / 10
## worst reg2reg max path: stages, from the launching register on
cell and delay, ns:
sky130_fd_sc_hd__dfrtp_1 0.39, sky130_fd_sc_hd__ha_1 0.20, sky130_fd_sc_hd__nand3_1 0.29, sky130_fd_sc_hd__nor4_4 0.67
sky130_fd_sc_hd__o21ai_1 0.15, sky130_fd_sc_hd__nand2_1 0.08, sky130_fd_sc_hd__o21ai_1 0.05
## through the flow
step	instances	util	hold slack, ns	power [mW]	TNS [ns]
3_3_place_gp	388	0.6001	0.4800	0.3224	-1.753
4_1_cts	401	0.6393	0.4955	0.5054	-1.245
5_1_grt	403	0.6465	0.5119	0.5172	-2.032
6_report	403	0.6465	0.4897	0.4948	-1.149
3_5_place_dp	388	0.6001	0.4795	0.3227	-1.812
2_1_floorplan	283	-	0.4522	0.3145	0
## power by group through the flow
stage         sequential (mW)  clock (mW)  combinational (mW)
CTS                     0.301       0.189              0.0154
finish                  0.301       0.179              0.0145
global route            0.301       0.199              0.0171
## logic make-up (layout without fill, tap and decap cells)
| kind of cell | count (synthesis) | in the layout | synth area share |
|---|---|---|---|
| compound gates | 26 | 26 | 0.07126 |
| simple gates | 132 | 132 | 0.2746 |
| flops | 47 | 47 | 0.4124 |
| fa+ha+maj | 20 | 20 | 0.09501 |
| mux | 2 | 2 | 0.007601 |
| xor+xnor | 31 | 31 | 0.1031 |
| other cells | 1 | 1 | 0.001424 |
| buf+inv | 24 | 74 | 0.03468 |
## worst max-delay path by stage
stage | startpoint | end | cells after the start
4_1_cts | State[1] | SSEG_CA[5] | 11
5_1_grt | State[0] | SSEG_CA[0] | 12
6_report | State[0] | SSEG_CA[0] | 12
Power figures rest on the tool's default switching activity, not on a simulated workload.
